<file path="flow/design.v">
`timescale 1ns / 1ps
module EX_MEM(
input clk,
input we_control,
input [1:0] mem_control,
input [31:0] add_branch,
input zero,
input [31:0] result,
input [31:0] write_data,
input [4:0] reg_dst,
output we_control_out,
output mem_control_rd,
output mem_control_wr,
output [31:0] add_branch_out,
output zero_out,
output [31:0] result_out,
output [31:0] write_data_out,
output [4:0] reg_dst_out
    );
    reg [104:0] buffer_ex;
    reg we_control_buff;
    reg [1:0] mem_control_buff;
    reg [31:0] write_data_buff;
    reg [4:0] reg_dst_buff;
    always @ (posedge clk)
    begin
    we_control_buff <= we_control;
    mem_control_buff <= mem_control;
    write_data_buff <= write_data;
    reg_dst_buff <= reg_dst;
     buffer_ex <= {we_control_buff,mem_control_buff,add_branch,zero,result,write_data_buff,reg_dst_buff};
    end
assign we_control_out = buffer_ex [104];   
assign mem_control_rd = buffer_ex [103];
assign mem_control_wr = buffer_ex [102];
assign add_branch_out = buffer_ex [101 : 70];
assign zero_out = buffer_ex [69];
assign result_out = buffer_ex [68:37];
assign write_data_out = buffer_ex [36:5];
assign reg_dst_out = buffer_ex [4:0];
endmodule
</file>
<file path="flow/run.sh">
#!/bin/bash
# OpenROAD 26Q1-2900-gdf79404cd8, Yosys 0.63+post, stock flow scripts
make -C /OpenROAD-flow-scripts/flow DESIGN_CONFIG=/design/flow/config.mk WORK_HOME=/design/flow/orfs finish
</file>
<file path="flow/config.mk">
export PLATFORM = sky130hd
export DESIGN_NAME = EX_MEM
export DESIGN_NICKNAME = EX_MEM
export VERILOG_FILES = /design/flow/design.v
export SDC_FILE = /design/flow/constraint.sdc
export NUM_CORES = 4
export LEC_CHECK = 1
export CORE_UTILIZATION = 30
</file>
<file path="flow/constraint.sdc">
current_design EX_MEM

set clk_period 1.0
set clk_io_pct 0.2

create_clock -name clk0 -period $clk_period [get_ports {clk}]

set non_clock_inputs [all_inputs -no_clocks]
set_input_delay [expr $clk_period * $clk_io_pct] -clock clk0 $non_clock_inputs
set_output_delay [expr $clk_period * $clk_io_pct] -clock clk0 [all_outputs]
</file>
==> flow_summary_export.csv <==
group,metric,value,unit
yosys,ys_dominant_reg_cell,"dfxtp_1",
yosys,numSynthFlops,145,
drt,route.detailed.wl_per_inst,11.8,µm
cts,cts_tree,"yes",
sta,finalHoldWorstSlack,0.137,ns
drt,drt_pass1_iterations,2,
critical_path,worst-endpoint-required,0.80,ns
critical_path,rr_worst_depth,0,
placement,post_place_worst_slack,0.00933,ns
sta,fin_worst_skew,0.00484,ns
yosys,synth.avg_cell_area,20.0,µm²
cts,htree_levels,4,
yosys,yosysUniqueCellTypes,1,
critical_path,critical_path_buf_inv_count,1,
sta,setup_slack,-0.106,ns
cts,cts.path.max_buffers,2,
sta,finalSetupViolations,105,
critical_path,crit_path_start_kind,"register",
drt,antenna_violating_nets_post_route,0,
placement,place_hpwl,4.55,mm
critical_path,cp-endpoint,"write_data_out[10]",
floorplan,horizontal_die_dimension,100,µm
outcome,run_status,"finished with violations",
critical_path,critical_path.startpoint,"buffer_ex[15]$_DFF_P_",
global_route,global_route.usage.total,12.1,%
drt,post_drt_via_cell_ratio,3.58,
yosys,synth.area.mux_share,0,%
cts,cts_made_buffers,17,
critical_path,worst_path_largest_cell_delay,0.31,ns
drt,route.detailed.drc,0,
drt,route.final.wire_length,6.09,mm
yosys,post_synth_inst_count,145,
yosys,simple_gate_area_share,0,%
yosys,ys_chip_area,2900,µm²
floorplan,die_h,100,µm
placement,routabilityCongestion,0.756,
floorplan,rows,35,
critical_path,setup.reg_to_reg.worst_slack,0.59,ns
worst_hold_path,worstHoldStart,"result[13]",
yosys,top_cell,"dfxtp_1",
worst_hold_path,holdCritPathClass,"input pin to register",
drt,vias,1842,
critical_path,cell_type_group_with_the_largest_total_delay_on_the_critical_path,"flip-flops",
power_and_ir_drop,vdd_ir_drop_max,0.00119,V
yosys,xor_area_share,0,%
global_route,wire_length_of_the_first_global_routing_pass,8.98,mm
power_and_ir_drop,power.density,2510,nW/µm²
global_route,gr-usage-met3,7.01,%
cells_and_area,final_area,5280,µm²
sta,slew_viol_final,0,
critical_path,worstPathArrival,0.91,ns
cts,clock-root-buffer,"clkbuf_8",
cts,postCtsSetupRepairBufs,0,
run,number_of_maximum_capacitance_violations,0,
placement,placed_area,5170,µm²
sta,max_freq,0.904,GHz
power_and_ir_drop,p_total,13.2,mW
critical_path,critical_path.slowest_cell,"dfxtp_2",
sta,setup_total_negative_slack,-9.36,ns
placement,io_buffer_count,210,
floorplan,io_pins,211,
cts,cts.sink_count,145,
critical_path,cp_num_cells,1,
sta,rsz0062_at_grt,"true",
floorplan,starting_utilization_of_the_core_area,31.1,%
yosys,enable_flop_cells,0,
yosys,ys_sh_aoi,0,%
cells_and_area,syn2layout_area_growth,82.0,%
global_route,routing_layer_with_the_top_usage_in_global_route,"met2",
drt,drt_first_iter_violations,8,
sta,finalHoldViolCount,0,
critical_path,cp_max_fo,1,
sta,max-slew-margin-rel,81.9,%
cells_and_area,fillers,800,
outcome,failed_checks,"negative setup slack",
yosys,ys_seq_share,100,%
yosys,fraction_of_the_mapped_netlist_area_in_adder_cells,0,%
critical_path,path_cells,"buf_2",
global_route,globalRouteMet1Util,13.9,%
drt,insertedDiodeCount,0,
floorplan,chip_area,10100,µm²
cts,clk_pin_slew,0.06,ns
global_route,first_global_vias,1860,
power_and_ir_drop,p_leak,2.35,nW
yosys,ys_top_cells_by_area,"dfxtp_1 100%",
floorplan,placeableCoreArea,9330,µm²
global_route,met2_capacity_usage_during_global_routing,19.7,%
sta,fin_crit_sh,111,%
critical_path,setup.worst_path.end_class,"primary output",
cells_and_area,logic_gate_count,0,
sta,layout_min_cycle_time,1.11,ns
run,warnings,27,
critical_path,crit_type,"register to primary output",
global_route,grt_antenna_before_repair,0,
yosys,synthesis.area,2900,µm²
critical_path,worst_reg2reg_path_endpoint,"buffer_ex[3]$_DFF_P_",
cells_and_area,layout.area.comb,0,µm²
yosys,yosys_warnings,1,
yosys,post-synth-top-area-cell,"dfxtp_1",
yosys,synth_top_area_share,100,%
global_route,global_route.overflow_total,0,
sta,worst_slew_pin_slew,0.271,ns
yosys,post_synth_most_frequent_cells,"145 x dfxtp_1",
cts,insertion_delay,0.49,ns
cells_and_area,final_layout_size_suffix_gt1_share,38.7,%
global_route,grt_start_max_net_pins,17,
critical_path,worstReg2RegStart,"reg_dst_buff[3]$_DFF_P_",
yosys,ys_cells,145,
yosys,async_reset_ff_share,0,%
## metal layers
layer	part of all wire (%)	up-vias	wire length, µm
li1	-	908	-
met5	0	-	0
met1	37	791	2220
met4	1.8	0	108
met2	47	133	2890
met3	14	10	872
## state kept, by name (all words and copies together), names as in the netlist
signal,count
buffer_ex,105
we_control_buff,1
mem_control_buff,2
write_data_buff,32
reg_dst_buff,5
## worst min-delay path by stage
stage                 cells past startpoint                          to
after CTS                                 1       buffer_ex[56]$_DFF_P_
after global routing                      1  write_data_buff[6]$_DFF_P_
final                                     1       buffer_ex[50]$_DFF_P_
## power by group
group	total (mW)	internal, mW	switching [mW]
clock	6.51	4.29	2.22
combinational	0.570	0.487	0.0833
sequential	6.16	6.10	0.0607
total	13.2	10.9	2.37
## stage by stage
stage / util (%) / cells
global route: 56.6 / 514
floorplan: - / 145
global placement: 55.4 / 484
CTS: 56.6 / 514
detailed placement: 55.4 / 484
finish: 56.6 / 514
## cells by family (layout without fill, tap and decap cells)
family / after synthesis / in the layout
buffers and inverters: 0 / 240
flip-flops: 145 / 145
## area by class of cell
type,count,area [µm²],share of cell area (%)
Clock inverter,13,210,3.98
Timing Repair Buffer,210,1580,29.8
Clock buffer,17,414,7.84
Sequential cell,145,2920,55.3
Tap cell,129,161,3.06
## layout by cell type, fill, tap and decap left out, drive strengths merged
cell,count
dfxtp,145
clkdlybuf4s50,105
buf,105
clkbuf,17
bufinv,5
clkinv,4
clkinvlp,2
inv,2
## repair_timing
| action | CTS | global route |
|---|---|---|
| setup endpoints to repair | 105 | 105 |
| resized | 330 | 4 |
| hold buffers | 0 | 0 |
Power and IR drop assume default switching activity.
