<file path="flow/config.mk">
export PLATFORM = sky130hd
export DESIGN_NAME = register_file
export DESIGN_NICKNAME = register_file
export VERILOG_FILES = /design/flow/design.v
export SDC_FILE = /design/flow/constraint.sdc
export NUM_CORES = 4
export LEC_CHECK = 1
export CORE_UTILIZATION = 40
</file>
<file path="flow/constraint.sdc">
current_design register_file

set clk_period 5.8
set clk_io_pct 0.2

create_clock -name clk0 -period $clk_period [get_ports {clk}]

set non_clock_inputs [all_inputs -no_clocks]
set_input_delay [expr $clk_period * $clk_io_pct] -clock clk0 $non_clock_inputs
set_output_delay [expr $clk_period * $clk_io_pct] -clock clk0 [all_outputs]
</file>
<file path="flow/design.v">
`timescale 1ns / 1ps
module register_file(
input clk,
input [4:0] reg_1,
input [4:0] reg_2,
input [4:0] write_reg,
input [31:0] write_data,
output [31:0] reg_1_data,
output [31:0] reg_2_data
    );
    reg [31:0] register [31:0] ;
    reg [31:0] reg_1_d;
    reg [31:0] reg_2_d;
    initial 
    begin
    register [5'd0] <= 32'd0;
    register [5'b01001] <= 32'd15;      
    register [5'b01010] <= 32'd20;      
    register [5'b01011] <= 32'd25;      
    register [5'b01110] <= 32'd40;      
    end
    always @ (posedge clk)
    begin
        register[write_reg] <= write_data;
    end
    always @ (negedge clk)
    begin
        reg_1_d <= register[reg_1];
        reg_2_d <= register[reg_2];
    end
    assign reg_1_data = reg_1_d;
    assign reg_2_data = reg_2_d;
endmodule
</file>
<file path="flow/run.sh">
#!/bin/bash
# OpenROAD 26Q1-2900-gdf79404cd8, Yosys 0.63+post, stock flow scripts
make -C /OpenROAD-flow-scripts/flow DESIGN_CONFIG=/design/flow/config.mk WORK_HOME=/design/flow/orfs finish
</file>
==> run summary <==
Result of the run: complete, no violations
Data arrival time of the critical path: 4.57 ns
Warnings from Yosys: 1
Mean post-synth cell area: 14.5 µm²
ANT cells: 0
Cell family contributing the most delay on the critical path: buffers and inverters
Buffer and inverter count on the worst path: 1
Sequential share of power: 48.9%
Setup violations, final: 0
Vias post-DR: 32470
FF/Latch Area: 32000 µm²
Number of DRC violations after detailed routing: 0
Area of the multi-input gates: 16800 µm²
Tool warnings: 90
Buffers inserted during post-CTS setup optimization: 0
Clk pwr share: 41.4%
Instance count after placement with tap cells included: 5307
Static Leakage: 0.0228 µW
Seq share, synth: 64.0%
Number of fill cells: 10504
Die Area: 127000 µm²
Area growth syn-to-layout: 19.9%
Gate count of the mapped netlist: 3453
HPWL Detailed: 99800 µm
Post-synth tally of flip-flops with integrated enable: 1024
Worst min-delay path class: in2reg
Area inside the core boundary: 124000 µm²
Number of buffers inserted during clock tree synthesis: 116
Non-Filler Cell Area, Final: 60000 µm²
Switching Share: 23.5%
Largest voltage drop on the vdd net: 0.252 mV
Placed Area: 55900 µm²
Max-cap viol count: 0
Global-route wire length before repair: 227000 µm
H-tree levels: 3
Count of final hold-check violations: 0
YS chip area: 50000 µm²
Non-filler cells in the finished layout: 5591
Worst-path fanout max: 1
Internal power: 14000 µW
Layout cell share with drive strength beyond 1: 14.9%
Slowest-stage cell, CP: sky130_fd_sc_hd__clkdlybuf4s50_1
IO Port Bufs: 111
First-pass iteration count of the detailed router: 25
Final global-route overflow total: 0
Floorplan die width: 356 µm
Unrepaired setup endpoints after global routing: false
Max transition margin: 40.8%
Synthesized flop and latch total: 1088
Count of instantiated cells in the yosys netlist: 3453
Maximum buffer depth of the clock tree: 3
Number of max-slew violations in the final report: 0
Clk latency of the worst-skew pair: 0.70 ns
Worst-Margin Slew: 0.888 ns
CTS clk-pin slew, worst paths: 0.06 ns
Reg2reg setup slack: 1.35 ns
Number of nets still failing antenna checks after routing: 0
Nature of the critical path endpoint: output pin
Areal power density over the cells: 305 nW/µm²
Final Wtd Congestion: 0.916
Proportion of register bits with asynchronous set or reset after synthesis: 0%
Antenna violations before repair: 6
Maximum number of pins on one net before global-route repair: 43
Cell at the root of the clock tree: sky130_fd_sc_hd__clkbuf_16
Cells traversed along the worst timing path: clkdlybuf4s50_1
Cell area after technology mapping: 50000 µm²
Vias in the first global route: 33500
Main flop type after synthesis: sky130_fd_sc_hd__edfxtp_1
Routed WL: 157000 µm
Combinational share of power: 9.7%
Via count normalized by instance count: 5.81
Largest clock skew in the final design: 0.0286 ns
Switching power of the nets: 4290 µW
Wire length per cell: 28.1 µm
Top-level port count: 112
Starting density of the core: 40.4%
Worst EP required: 4.64 ns
Clock tree from TritonCTS: built
CTS sink cnt: 1088
Row count: 129
Critical Path Start Type: register
Critical setup path kind: reg2out
Die Height: 356 µm
Number of design-rule violations left by the first detailed-router iteration: 2223
CP peak stage delay: 0.60 ns
Number of different library cells in the post-synthesis netlist: 26
Global-route total usage across every layer: 26.7%
## Yosys cell counts (3+ instances only)
cell type / count / area share (%)
sky130_fd_sc_hd__edfxtp_1: 1024 / 61
sky130_fd_sc_hd__mux2i_1: 1024 / 20
sky130_fd_sc_hd__nand2_1: 196 / 1.5
sky130_fd_sc_hd__nand3_1: 193 / 1.9
sky130_fd_sc_hd__a21oi_1: 192 / 1.9
sky130_fd_sc_hd__a22oi_1: 192 / 2.9
sky130_fd_sc_hd__a22o_1: 128 / 2.2
sky130_fd_sc_hd__clkbuf_1: 80 / 0.60
sky130_fd_sc_hd__buf_2: 65 / 0.65
sky130_fd_sc_hd__a31oi_1: 64 / 0.80
sky130_fd_sc_hd__dfxtp_1: 64 / 2.6
sky130_fd_sc_hd__nor3_1: 64 / 0.64
sky130_fd_sc_hd__buf_4: 56 / 0.84
sky130_fd_sc_hd__buf_6: 37 / 0.83
sky130_fd_sc_hd__nor2_1: 35 / 0.26
sky130_fd_sc_hd__buf_1: 13 / 0.098
sky130_fd_sc_hd__nand2b_1: 6 / 0.075
sky130_fd_sc_hd__clkbuf_4: 4 / 0.060
sky130_fd_sc_hd__nand3b_1: 3 / 0.045
sky130_fd_sc_hd__nor2b_1: 3 / 0.038
sky130_fd_sc_hd__or2_2: 3 / 0.038
## metrics by stage
step / utilization (%) / power, µW / setup slack (ns) / TNS, ns / hold slack, ns
detailed placement: 45.1 / 10900 / -0.646 / -15.63 / 1.99
global route: 48.4 / 18800 / 0.0233 / 0 / 1.29
floorplan: - / 9990 / 0.544 / 0 / 1.26
CTS: 48.4 / 18400 / 0.0252 / 0 / 1.24
finish: 48.4 / 18300 / 0.0743 / 0 / 1.28
global placement: 45.1 / 10900 / -0.634 / -14.89 / 1.99
## final cells by class
type,count,share of cell area (%)
Clock inverter,147,1.63
Clock buffer,138,5.15
Sequential cell,1088,53.4
Multi-Input combinational cell,2109,28.0
Timing Repair Buffer,472,8.43
Tap cell,1637,3.41
## power by group through the flow
| stage | Combinational [µW] | Clock, µW | Sequential, µW |
|---|---|---|---|
| global route | 1880 | 8010 | 8960 |
| finish | 1770 | 7560 | 8940 |
| CTS | 1770 | 7670 | 8940 |
## sequential cells by signal (all words and copies together) (netlist names)
name / count
reg_1_d: 32
reg_2_d: 32
register: 1024
## kinds of logic (layout without fill, tap and decap cells)
kind of cell / Yosys count / in the layout / synth area share, %
and+or+nand+nor: 509 / 509 / 4.59
muxes: 1024 / 1024 / 20.5
DFF: 1088 / 1088 / 64.0
AOI/OAI and AO/OA: 576 / 576 / 7.84
buffers and inverters: 256 / 757 / 3.09
## per-layer routing
layer | up-vias | wire length [µm] | GRT usage, % | share of wire (%)
li1 | 14406 | - | - | -
met1 | 16033 | 57600 | 34.6 | 37
met2 | 1724 | 72800 | 39.5 | 46
met3 | 297 | 21700 | 15.4 | 14
met4 | 10 | 5140 | 7.76 | 3.3
met5 | - | 124 | 0.679 | 0.079
## cell usage in the layout, fill, tap and decap left out, types with 5 or more instances in the layout
master                               n
sky130_fd_sc_hd__mux2i_1          1024
sky130_fd_sc_hd__edfxtp_1         1024
sky130_fd_sc_hd__buf_4             263
sky130_fd_sc_hd__nand2_1           194
sky130_fd_sc_hd__nand3_1           193
sky130_fd_sc_hd__a22oi_1           192
sky130_fd_sc_hd__a21oi_1           192
sky130_fd_sc_hd__a22o_1            128
sky130_fd_sc_hd__clkbuf_16         120
sky130_fd_sc_hd__clkdlybuf4s50_1   109
sky130_fd_sc_hd__buf_12             98
sky130_fd_sc_hd__inv_1              70
sky130_fd_sc_hd__nor3_1             64
sky130_fd_sc_hd__a31oi_1            63
sky130_fd_sc_hd__dfxtp_1            59
sky130_fd_sc_hd__nor2_4             34
sky130_fd_sc_hd__clkinv_1           29
sky130_fd_sc_hd__clkbuf_1           16
sky130_fd_sc_hd__clkinv_2           13
sky130_fd_sc_hd__bufinv_16          11
sky130_fd_sc_hd__clkinvlp_2          7
sky130_fd_sc_hd__clkinvlp_4          7
sky130_fd_sc_hd__dfxtp_2             5
## worst paths after layout
kind | start | endpoint | depth (start not counted)
max | reg_1_d[13] | reg_1_data[13] | 1
min | write_data[14] | register[12][14] | 2
min reg2reg | register[16][18] | reg_1_d[18] | 4
max reg2reg | register[0][26] | reg_2_d[26] | 5
## repair_timing
action                                  4_1_cts  5_1_grt
hold buffers                                  0        0
pin swaps                                     0        0
endpoints found under the setup margin        5        1
resized                                       5        1
Power figures rest on the tool's default switching activity, not on a simulated workload.
